[design/flow/design.v]
`timescale 1ns/1ns
module FA(input a,
          input b,
          input cin,
          output sum,
          output cout);
    assign sum = a ^ b ^ cin;
    assign cout = (a & b) | (cin & (a ^ b));
    specify
        (a => sum)    =  (18, 18); 
        (b => sum)    =  (18, 18); 
        (cin => sum)  =  (9, 9); 
        (a => cout)   =  (15, 15); 
        (b => cout)   =  (15, 15); 
        (cin => cout) =  (6, 6); 
    endspecify
endmodule
`timescale 1ns/1ns
module RCA(input [31:0] opA,
           input [31:0] opB,
           output [63:0] result);
    wire [31:0] cout;
    FA full_adder_0(opA[0], opB[0], 1'b0,   result[0], cout[0]);
    FA full_adder_1(opA[1], opB[1], cout[0], result[1], cout[1]);
    FA full_adder_2(opA[2], opB[2], cout[1], result[2], cout[2]);
    FA full_adder_3(opA[3], opB[3], cout[2], result[3], cout[3]);
    FA full_adder_4(opA[4], opB[4], cout[3], result[4], cout[4]);
    FA full_adder_5(opA[5], opB[5], cout[4], result[5], cout[5]);
    FA full_adder_6(opA[6], opB[6], cout[5], result[6], cout[6]);
    FA full_adder_7(opA[7], opB[7], cout[6], result[7], cout[7]);
    FA full_adder_8(opA[8], opB[8], cout[7], result[8], cout[8]);
    FA full_adder_9(opA[9], opB[9], cout[8], result[9], cout[9]);
    FA full_adder_10(opA[10], opB[10], cout[9],  result[10], cout[10]);
    FA full_adder_11(opA[11], opB[11], cout[10], result[11], cout[11]);
    FA full_adder_12(opA[12], opB[12], cout[11], result[12], cout[12]);
    FA full_adder_13(opA[13], opB[13], cout[12], result[13], cout[13]);
    FA full_adder_14(opA[14], opB[14], cout[13], result[14], cout[14]);
    FA full_adder_15(opA[15], opB[15], cout[14], result[15], cout[15]);
    FA full_adder_16(opA[16], opB[16], cout[15], result[16], cout[16]);
    FA full_adder_17(opA[17], opB[17], cout[16], result[17], cout[17]);
    FA full_adder_18(opA[18], opB[18], cout[17], result[18], cout[18]);
    FA full_adder_19(opA[19], opB[19], cout[18], result[19], cout[19]);
    FA full_adder_20(opA[20], opB[20], cout[19], result[20], cout[20]);
    FA full_adder_21(opA[21], opB[21], cout[20], result[21], cout[21]);
    FA full_adder_22(opA[22], opB[22], cout[21], result[22], cout[22]);
    FA full_adder_23(opA[23], opB[23], cout[22], result[23], cout[23]);
    FA full_adder_24(opA[24], opB[24], cout[23], result[24], cout[24]);
    FA full_adder_25(opA[25], opB[25], cout[24], result[25], cout[25]);
    FA full_adder_26(opA[26], opB[26], cout[25], result[26], cout[26]);
    FA full_adder_27(opA[27], opB[27], cout[26], result[27], cout[27]);
    FA full_adder_28(opA[28], opB[28], cout[27], result[28], cout[28]);
    FA full_adder_29(opA[29], opB[29], cout[28], result[29], cout[29]);
    FA full_adder_30(opA[30], opB[30], cout[29], result[30], cout[30]);
    FA full_adder_31(opA[31], opB[31], cout[30], result[31], cout[31]);
    assign result[32] = cout[31];
    assign result[63:33] = 31'd0;
endmodule
[design/flow/run.sh]
#!/bin/bash
# OpenROAD 26Q1-2900-gdf79404cd8, Yosys 0.63+post, stock flow scripts
make -C /OpenROAD-flow-scripts/flow DESIGN_CONFIG=/design/flow/config.mk WORK_HOME=/design/flow/orfs finish
[design/flow/config.mk]
export PLATFORM = sky130hd
export DESIGN_NAME = RCA
export DESIGN_NICKNAME = RCA
export VERILOG_FILES = /design/flow/design.v
export SDC_FILE = /design/flow/constraint.sdc
export NUM_CORES = 4
export LEC_CHECK = 1
export CORE_AREA = 10 10 83 83
export DIE_AREA = 0 0 93 93
[design/flow/constraint.sdc]
current_design RCA

set clk_period 23.9
set clk_io_pct 0.2

create_clock -name clk0 -period $clk_period

set non_clock_inputs [all_inputs -no_clocks]
set_input_delay [expr $clk_period * $clk_io_pct] -clock clk0 $non_clock_inputs
set_output_delay [expr $clk_period * $clk_io_pct] -clock clk0 [all_outputs]
==> qor.txt <==
Hpwl dp = 3380 µm
Yosys warning total = 0
# diodes = 0
Post-Syn Instances = 112
Standard-cell rows = 26
CTS resizes = 0
Core area = 0.00514 mm²
Status = finished, final reports clean
Port buffer count = 97
RSZ-0062 raised after global routing = no
Crit-path leading delay family = adder cells
Total GRT Usage = 0.0791
Setup Total Neg Slack = 0 ns
Leakage = 0.793 nW
Min Clock Period, post-route = 22.65 ns
Flop count = 0
Share of cells above drive strength 1 = 0
Die span in y = 93 µm
Worst Path Buf+Inv = 8
Most frequent cell after synthesis = buf_4
Grt total ovfl = 0
Crit. End Element = primary output
Init Core Util = 0.228
Final setup violation count = 0
Worst-path maximum fanout = 1
Critical path arrival = 17.87 ns
Vias in the first global route = 1077
WP data required = 19.12 ns
Max-Cap Viols = 0
Synth top cells by count = buf_4 (64), fa_1 (31), inv_1 (15)
Worst hold path type = in2out
Post-Route Utilization = 0.363
Die width = 93 µm
Worst Setup Start Kind = primary input
Area Growth Syn to Fin = 58.8%
Hold_ws = 10.60 ns
DRT iter0 DRCs = 1
Most frequent CP cell = fa_1
PwrDens = 23.6 mW/mm²
Via count = 813
Ranking of synthesized cells by area = fa_1 (53%), buf_4 (41%), inv_1 (4.8%)
Fin. max-slew vios = 0
Critical-path top delay cell = clkdlybuf4s50_1
Sequential fraction of the synthesis area = 0
Log Warnings = 32
Largest net degree at the start of global routing = 2
Routability-driven placement congestion ratio = 0.802
Hold Buf Count CTS = 0
Hold Path Depth = 3
I/O pins = 128
Mapped cell area = 0.00117 mm²
Hold EP = result[0]
Total Wirelength = 3400 µm
Post-CTS setup buffers = 0
Max-area cell share = 0.529
Syn Area/Cell = 10.5 µm²
Yosys cell types = 5
Hold Vio Cnt, Final = 0
Initial antenna violation count = 0
Yosys cell count = 112
Layout fillers = 542
YS chip area = 0.00117 mm²
Drt wl/cell = 13.9 µm
FMAX = 0.0442 GHz
Min-delay src = opB[0]
Die Footprint = 0.00865 mm²
Cell type with the largest total area = fa_1
DRC = 0
Worst vdd ir = 0.00000962 V
DRT antenna net count = 0
Clkbuf count = 0
Final Cycle Share = 0.948
DRT Pass-1 Iters = 4
Vias/cell = 3.32
WS Path Type = in2out
CP peak stage delay = 0.47 ns
First-pass GRT wire length = 5480 µm
Register area = 0 µm²
==> metrics by stage <==
| step | instances | setup slack [ns] | power, mW | cell area (µm²) |
|---|---|---|---|---|
| 5_1_grt | 245 | 0.663 | 0.0510 | 1860 |
| 6_report | 245 | 1.25 | 0.0441 | 1860 |
| 4_1_cts | 245 | 1.13 | 0.0460 | 1860 |
| 3_3_place_gp | 245 | 1.16 | 0.0454 | 1860 |
| 3_5_place_dp | 245 | 1.15 | 0.0457 | 1860 |
| 2_1_floorplan | 142 | 2.52 | 0.0256 | 1290 |
==> cells in the final DEF, fill, tap and decap left out <==
cell / instances
fa_1: 31
inv_1: 15
clkdlybuf4s50_1: 97
ha_1: 1
conb_1: 31
==> worst max-delay path by stage <==
stage / startpoint / end / depth (start not counted)
4_1_cts: opA[0] / result[31] / 40
6_report: opA[0] / result[31] / 40
5_1_grt: opA[0] / result[31] / 40
==> per-layer routing <==
metal  vias up  global-route usage  wire (µm)
li1        352                   -          -
met1       378              0.0936       1310
met2        83               0.129       1490
met3         0              0.0485        597
met4         0                   0          0
met5         -                   0          0
==> layout make-up <==
cell class                 instances  area, µm²  share of cell area
timing repair buffer              97        971               0.521
multi-input combinational         63        749               0.402
tap                               70       87.6              0.0470
inverter                          15       56.3              0.0302
==> power by group <==
part,leakage (nW),switching [mW],total [mW],internal [mW]
clock network,0,0,0,0
registers,0,0,0,0
logic,0.793,0.0116,0.0441,0.0325
==> cells by family (layout without fill, tap and decap cells) <==
logic type,after synthesis,in the layout,synth area share
adders and majority gates,32,32,0.539
buffers and inverters,79,112,0.457
other,1,31,0.00320
No activity file was given, so power comes from the tool's default toggle rates.
