## design/flow/design.v

```verilog
`timescale 1ns/1ns
module CLA(input  [31:0] opA,
           input  [31:0] opB,
           output [63:0] result);
     reg  [31:0] P, G;
     reg  [32:0] C;
     wire [31:0] cout;
     always@(opA or opB) begin
          P <= #6 opA | opB;
          G <= #6 opA & opB;
     end
     always@(P or G) begin
          #6;  
          C[0]  = 1'b0;  
          C[1]  = G[0]  | P[0] &  C[0];
          C[2]  = G[1]  | P[1] &  C[1];
          C[3]  = G[2]  | P[2] &  C[2];
          C[4]  = G[3]  | P[3] &  C[3];
          C[5]  = G[4]  | P[4] &  C[4];
          C[6]  = G[5]  | P[5] &  C[5];
          C[7]  = G[6]  | P[6] &  C[6];
          C[8]  = G[7]  | P[7] &  C[7];
          C[9]  = G[8]  | P[8] &  C[8];
          C[10] = G[9]  | P[9] &  C[9];
          C[11] = G[10] | P[10] & C[10];
          C[12] = G[11] | P[11] & C[11];
          C[13] = G[12] | P[12] & C[12];
          C[14] = G[13] | P[13] & C[13];
          C[15] = G[14] | P[14] & C[14];
          C[16] = G[15] | P[15] & C[15];
          C[17] = G[16] | P[16] & C[16];
          C[18] = G[17] | P[17] & C[17];
          C[19] = G[18] | P[18] & C[18];
          C[20] = G[19] | P[19] & C[19];
          C[21] = G[20] | P[20] & C[20];
          C[22] = G[21] | P[21] & C[21];
          C[23] = G[22] | P[22] & C[22];
          C[24] = G[23] | P[23] & C[23];
          C[25] = G[24] | P[24] & C[24];
          C[26] = G[25] | P[25] & C[25];
          C[27] = G[26] | P[26] & C[26];
          C[28] = G[27] | P[27] & C[27];
          C[29] = G[28] | P[28] & C[28];
          C[30] = G[29] | P[29] & C[29];
          C[31] = G[30] | P[30] & C[30];
          C[32] = G[31] | P[31] & C[31];
     end
     FA full_adder_0 (opA[0],  opB[0],  C[0],  result[0],  cout[0]);
     FA full_adder_1 (opA[1],  opB[1],  C[1],  result[1],  cout[1]);
     FA full_adder_2 (opA[2],  opB[2],  C[2],  result[2],  cout[2]);
     FA full_adder_3 (opA[3],  opB[3],  C[3],  result[3],  cout[3]);
     FA full_adder_4 (opA[4],  opB[4],  C[4],  result[4],  cout[4]);
     FA full_adder_5 (opA[5],  opB[5],  C[5],  result[5],  cout[5]);
     FA full_adder_6 (opA[6],  opB[6],  C[6],  result[6],  cout[6]);
     FA full_adder_7 (opA[7],  opB[7],  C[7],  result[7],  cout[7]);
     FA full_adder_8 (opA[8],  opB[8],  C[8],  result[8],  cout[8]);
     FA full_adder_9 (opA[9],  opB[9],  C[9],  result[9],  cout[9]);
     FA full_adder_10(opA[10], opB[10], C[10], result[10], cout[10]);
     FA full_adder_11(opA[11], opB[11], C[11], result[11], cout[11]);
     FA full_adder_12(opA[12], opB[12], C[12], result[12], cout[12]);
     FA full_adder_13(opA[13], opB[13], C[13], result[13], cout[13]);
     FA full_adder_14(opA[14], opB[14], C[14], result[14], cout[14]);
     FA full_adder_15(opA[15], opB[15], C[15], result[15], cout[15]);
     FA full_adder_16(opA[16], opB[16], C[16], result[16], cout[16]);
     FA full_adder_17(opA[17], opB[17], C[17], result[17], cout[17]);
     FA full_adder_18(opA[18], opB[18], C[18], result[18], cout[18]);
     FA full_adder_19(opA[19], opB[19], C[19], result[19], cout[19]);
     FA full_adder_20(opA[20], opB[20], C[20], result[20], cout[20]);
     FA full_adder_21(opA[21], opB[21], C[21], result[21], cout[21]);
     FA full_adder_22(opA[22], opB[22], C[22], result[22], cout[22]);
     FA full_adder_23(opA[23], opB[23], C[23], result[23], cout[23]);
     FA full_adder_24(opA[24], opB[24], C[24], result[24], cout[24]);
     FA full_adder_25(opA[25], opB[25], C[25], result[25], cout[25]);
     FA full_adder_26(opA[26], opB[26], C[26], result[26], cout[26]);
     FA full_adder_27(opA[27], opB[27], C[27], result[27], cout[27]);
     FA full_adder_28(opA[28], opB[28], C[28], result[28], cout[28]);
     FA full_adder_29(opA[29], opB[29], C[29], result[29], cout[29]);
     FA full_adder_30(opA[30], opB[30], C[30], result[30], cout[30]);
     FA full_adder_31(opA[31], opB[31], C[31], result[31], cout[31]);
     assign result[32] = C[32];
     assign result[63:33] = 31'd0;
endmodule
`timescale 1ns/1ns
module FA(input a,
          input b,
          input cin,
          output sum,
          output cout);
    assign sum = a ^ b ^ cin;
    assign cout = (a & b) | (cin & (a ^ b));
    specify
        (a => sum)    =  (18, 18); 
        (b => sum)    =  (18, 18); 
        (cin => sum)  =  (9, 9); 
        (a => cout)   =  (15, 15); 
        (b => cout)   =  (15, 15); 
        (cin => cout) =  (6, 6); 
    endspecify
endmodule
```

## design/flow/constraint.sdc

```tcl
current_design CLA

set clk_period 16.2
set clk_io_pct 0.2

create_clock -name clk0 -period $clk_period

set non_clock_inputs [all_inputs -no_clocks]
set_input_delay [expr $clk_period * $clk_io_pct] -clock clk0 $non_clock_inputs
set_output_delay [expr $clk_period * $clk_io_pct] -clock clk0 [all_outputs]
```

## design/flow/config.mk

```make
export PLATFORM = sky130hd
export DESIGN_NAME = CLA
export DESIGN_NICKNAME = CLA
export VERILOG_FILES = /design/flow/design.v
export SDC_FILE = /design/flow/constraint.sdc
export NUM_CORES = 4
export LEC_CHECK = 1
export CORE_AREA = 10 10 100 100
export DIE_AREA = 0 0 110 110
```

## design/flow/run.sh

```bash
#!/bin/bash
# OpenROAD 26Q1-2900-gdf79404cd8, Yosys 0.63+post, stock flow scripts
make -C /OpenROAD-flow-scripts/flow DESIGN_CONFIG=/design/flow/config.mk WORK_HOME=/design/flow/orfs finish
```

==> results.txt <==
status: finished, violations left
failing checks: negative setup slack
Yosys cell types: 5
biggest area cells: fa_1 (54%), buf_4 (41%), inv_1 (3.3%), ha_1 (1.1%), conb_1 (0.33%)
worst hold path class: primary input to output port
Synthesis Warnings: 1
WL final: 3.68 mm
crit path kind: primary input to output port
critical path peak fanout: 1
WP data arrival: 14.45 ns
Hold Path Sink: result[0]
Post-Synthesis Cells: 106
global-route wire length before repair: 5.21 mm
nature of the critical path endpoint: output port
leading area contributor after synthesis: fa_1
CTS Hold Bufs: 0
area reported by Yosys stat: 1150 um^2
crit path launch type: primary input
Routed Antenna Nets: 0
core box area: 7810 um^2
Via density: 2.96
DRC: 0
pwr dens: 34.3 nW/um^2
TritonRoute pass-1 iters: 2
die height: 110 um
FF+latch area: 0 um^2
Final WS setup: -1.49 ns
Layout Area Growth over Synthesis: 69.9%
VDD IR max: 0.0113 mV
Peak Freq: 56.5 MHz
hold_sp: opB[0]
RSZ-0062 raised after global routing: yes
number of diodes: 0
Rows: 32
gr ovfl total: 0
initial antenna violation count: 0
WL/cell: 13.5 um
Lkg Pwr: 0.000744 uW
max-capacitance violation count: 0
Req. time, crit path: 12.96 ns
port bufs: 97
OpenROAD warning count: 35
Slowest cell on crit path: fa_2
period utilisation layout: 109%
gpl congestion: 0.850
vias in the first global route: 1003
Post-synth seq share: 0%
minimum clock period after layout: 17.69 ns
Design Area, Final: 1950 um^2
number of hold violations in the final report: 0
Iter 0 DRT Violations: 7
flop count: 0
Die ar.: 12100 um^2
yosys cell count: 106
All-Layer GR Usage: 5.44%
Via Count: 804
dpl cell area: 1970 um^2
Mean Syn Cell Area: 10.8 um^2
Worst Hold Depth: 3
fraction of layout cells with a size suffix above 1: 27.1%
Slew Viols, Final: 0
CP most frequent cell: fa_2
worst hold slack: 7.12 ns
starting density of the core: 14.7%
top area contributor share: 54.1%
largest stage delay on the critical path: 0.52 ns
largest net degree at the start of global routing: 2
Die W: 110 um
post-synthesis instance area: 1150 um^2
dpl hpwl: 3.68 mm
# setup viols final: 6
clkbuf count: 0
IO Pins: 128
## cells in the mapped netlist, drive strengths merged
cell type   n
buf        63
conb        1
fa         31
ha          1
inv        10
## worst max-delay path by stage
| stage | end | start |
|---|---|---|
| 4_1_cts | result[31] | opA[0] |
| 5_1_grt | result[31] | opA[0] |
| 6_report | result[31] | opA[0] |
## area by class of cell
| type | instances | area [um^2] |
|---|---|---|
| timing repair buffer | 97 | 945 |
| multi-input combinational | 63 | 840 |
| fill | 832 | 5860 |
| inverter | 10 | 37.5 |
| tap | 102 | 128 |
## through the flow
step | util [%] | worst slack (ns) | instances | power [uW] | setup TNS, ns
after floorplan | - | -1.02 | 136 | 39.1 | -2.95
after global placement | 25.3 | -2.18 | 272 | 71.5 | -10.26
after detailed placement | 25.3 | -2.21 | 272 | 72.2 | -10.42
after CTS | 24.9 | -1.61 | 272 | 69.4 | -6.05
after global routing | 25.0 | -1.84 | 272 | 76.9 | -7.29
final | 25.0 | -1.49 | 272 | 66.8 | -5.31
## per-layer routing
layer	share of wire [%]	vias to the layer above	GRT usage [%]
met2	41	96	8.30
met3	27	0	4.76
li1	-	342	-
met4	0	0	0
met5	0	-	0
met1	32	366	6.02
## where the power goes
| part | leakage, uW | switching [uW] | total [uW] | internal (uW) |
|---|---|---|---|---|
| sequential | 0 | 0 | 0 | 0 |
| combinational | 0.000744 | 19.3 | 66.8 | 47.5 |
| clock | 0 | 0 | 0 | 0 |
## layout by cell type (no fill, tap or decap), drive strengths merged
| cell type | n |
|---|---|
| buf | 8 |
| conb | 31 |
| clkdlybuf4s50 | 86 |
| clkdlybuf4s15 | 2 |
| inv | 10 |
| ha | 1 |
| clkbuf | 1 |
| fa | 31 |
## worst max-delay path, delay by kind of cell
kind | cells | cell delay, ns
adder cells (fa/ha/maj) | 32 | 10.83
buffers and inverters | 6 | 0.38
## repair_timing
action | CTS | global route
endpoints found under the hold margin | 0 | 0
setup endpoints to repair | 8 | 8
setup buffers | 0 | 0
pin swaps | 3 | 5
gates resized | 36 | 3
## logic make-up (layout without fill, tap and decap cells)
logic type               count (synthesis)  in the layout  share of synthesized area, %
buffers and inverters                   73            107                          44.5
adder cells (fa/ha/maj)                 32             32                          55.2
other                                    1             31                         0.327
Power figures rest on the tool's default switching activity, not on a simulated workload.
